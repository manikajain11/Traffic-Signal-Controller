## /design/flow/config.mk

```make
export PLATFORM = sky130hd
export DESIGN_NAME = case_1
export DESIGN_NICKNAME = case_1
export VERILOG_FILES = /design/flow/design.v
export SDC_FILE = /design/flow/constraint.sdc
export NUM_CORES = 4
export LEC_CHECK = 1
export CORE_AREA = 10 10 75 75
export DIE_AREA = 0 0 85 85
```

## /design/flow/design.v

```verilog
`timescale 1ns / 1ps
module case_1(
    input clk,rst,
    output reg [2:0]light_M1,
    output reg [2:0]light_S,
    output reg [2:0]light_MT,
    output reg [2:0]light_M2
    );
    parameter  S1=0, S2=1, S3 =2, S4=3, S5=4,S6=5;
    reg [3:0]count;
    reg[2:0] ps;
    parameter  sec7=7,sec5=5,sec2=2,sec3=3;
    always@(posedge clk or posedge rst)
        begin
        if(rst==1)
        begin
        ps<=S1;
        count<=0;
        end
        else        
            case(ps)
                S1: if(count<sec7)
                        begin
                        ps<=S1;
                        count<=count+1;
                        end
                    else
                        begin
                        ps<=S2;
                        count<=0;
                        end
                S2: if(count<sec2)
                        begin
                        ps<=S2;
                        count<=count+1;
                        end
                    else
                        begin
                        ps<=S3;
                        count<=0;
                        end
                S3: if(count<sec5)
                        begin
                        ps<=S3;
                        count<=count+1;
                        end
                    else
                        begin
                        ps<=S4;
                        count<=0;
                        end
                S4:if(count<sec2)
                        begin
                        ps<=S4;
                        count<=count+1;
                        end
                    else
                        begin
                        ps<=S5;
                        count<=0;
                        end
                S5:if(count<sec3)
                        begin
                        ps<=S5;
                        count<=count+1;
                        end
                    else
                        begin
                        ps<=S6;
                        count<=0;
                        end
                S6:if(count<sec2)
                        begin
                        ps<=S6;
                        count<=count+1;
                        end
                    else
                        begin
                        ps<=S1;
                        count<=0;
                        end
                default: ps<=S1;
                endcase
            end   
            always@(ps)    
            begin
              case(ps)     
                    S1:
                    begin
                       light_M1<=3'b001;
                       light_M2<=3'b001;
                       light_MT<=3'b100;
                       light_S<=3'b100;
                    end
                    S2:
                    begin 
                       light_M1<=3'b001;
                       light_M2<=3'b010;
                       light_MT<=3'b100;
                       light_S<=3'b100;
                    end
                    S3:
                    begin
                       light_M1<=3'b001;
                       light_M2<=3'b100;
                       light_MT<=3'b001;
                       light_S<=3'b100;
                    end
                    S4:
                    begin
                       light_M1<=3'b010;
                       light_M2<=3'b100;
                       light_MT<=3'b010;
                       light_S<=3'b100;
                    end
                    S5:
                    begin
                       light_M1<=3'b100;
                       light_M2<=3'b100;
                       light_MT<=3'b100;
                       light_S<=3'b001;
                    end
                    S6:
                    begin 
                       light_M1<=3'b100;
                       light_M2<=3'b100;
                       light_MT<=3'b100;
                       light_S<=3'b010;
                    end
                    default:
                    begin 
                       light_M1<=3'b000;
                       light_M2<=3'b000;
                       light_MT<=3'b000;
                       light_S<=3'b000;
                    end
                    endcase
            end                
endmodule
```

## /design/flow/run.sh

```bash
#!/bin/bash
# OpenROAD 26Q1-2900-gdf79404cd8, Yosys 0.63+post, stock flow scripts
make -C /OpenROAD-flow-scripts/flow DESIGN_CONFIG=/design/flow/config.mk WORK_HOME=/design/flow/orfs finish
```

## /design/flow/constraint.sdc

```tcl
current_design case_1

set clk_period 2.6
set clk_io_pct 0.2

create_clock -name clk0 -period $clk_period [get_ports {clk}]

set non_clock_inputs [all_inputs -no_clocks]
set_input_delay [expr $clk_period * $clk_io_pct] -clock clk0 $non_clock_inputs
set_output_delay [expr $clk_period * $clk_io_pct] -clock clk0 [all_outputs]
```

==> run notes <==
Implementation status.

- Per the run report, area growth between synthesis and finish was 26.6%.
- The cell resize tally after clock tree synthesis is 0.
- The main area contributors are dfrtp_1 33%, dfstp_2 3.9%, nor2_1 3.9%.
- Clock tree synthesis selected as its root buffer the cell clkbuf_8.
- For this configuration, the core starts out at a cell density of 0.166.
- Setup repair after global routing left no endpoint under its margin.
- In this run the power density over the cells is 413 nW/µm².
- Tracing the worst setup path back leads to its startpoint at ps[4].
- STA classifies the critical path endpoint as an output pin.
- The leakage power is 0.000353 µW.
- The clock tree from TritonCTS is built.
- The number of slew-limit violations in the final report is 0.
- The post-route minimum period is 2.29 ns.
- The total number of vias is 562.
- The source of the worst register-to-register timing path is count[1].
- Summed over all layers, the routed wires come to 1520 µm.
- The number of port buffers is 13.
- The final hold violation count recorded for this run is 0.
- The report shows a maximum critical-path fanout of 7.
- Per the STA report, the cell with the highest stage delay on the worst path is dfrtp_1.
- The top-area cell type share of the netlist area is 0.335.
- The most area-hungry cell type in the Yosys netlist is dfrtp_1.
- The final sum of negative setup slack is 0 ns.
- The placeable core region is 4060 µm².
- Among all flip-flop cells after synthesis, the most frequent one is dfrtp_1.
- The hold path startpoint is count[0].
- The initial antenna violation count is 0.
- The post-route clock skew is 0.00287 ns.
- The global router's overall resource usage is 0.0415.
- For this design, Yosys synthesis ends with a cell count of 77.
- The placement summary gives the final routability congestion estimate as 0.833.
- In this run the deepest clock path goes through 2 buffers.
- The global route total overflow is 0.
- The number of global-route vias before repair came to 540.
- Per the timing report, the achievable frequency comes out to 0.437 GHz.
- The post-synthesis cell area is 673 µm².
- The clock insertion delay at the later pin of the skew report is 0.23 ns.
- The global-route wire length before repair is 2550 µm.
- The routed design ends up with an antenna cell count of 0.
- The die covers 7230 µm².
- The OpenROAD warning count is 26.
- The flip-flop and latch count after synthesis is 10.
- The flow ran to the end, and the final reports show no timing, DRC or antenna violations.
- The post-CTS hold buffer count recorded in the log is 0.
- The area recorded from the Yosys report for this design is 673 µm².
- In this run the maximum-capacitance check reported violations numbering 0.
- The maximum VDD drop is 125 µV.
- The relative slew slack is 0.752.
- Post-route period utilization is reported as 0.879.
- The clock net sink count is 10.
- In this run the worst hold path is classified as flip-flop to flip-flop.
- The number of flops mapped to enable cells by yosys is 0.
- The total number of H-tree levels is 1.
- The placed cell count is 130.
- The final non-filler cell total is 134.
- The vertical extent of the die is 85 µm.
- The synthesis run shows the most used standard cells to be 9 x dfrtp_1, 7 x nor2_1, 6 x clkbuf_1, 6 x inv_1.
- The area after detailed placement is 797 µm².
- The worst path arrival time is 1.77 ns.
- The pre-antenna-repair detailed-routing pass consisted of 5 iterations.
- Synthesis produced a netlist whose cell count is 77.
- The cell row count is 23.
- Nets still carrying antenna violations after routing amount to 0.
- The die width is 85 µm.
- Of all flip-flops after synthesis, the portion carrying an async set or reset was 1.00.
- Looking at the max-slew report, the worst-margin pin has a slew of 0.363 ns.
- The clock slew seen by the registers of the worst setup and hold paths is 0.05 ns.
- Warnings reported by Yosys during synthesis add up to 1.
- The layout summary lists the proportion of cells stronger than drive strength 1 as 0.167.
- In the post-synthesis netlist, the cell with the most instances is dfrtp_1.
- Per the detail_route report, DRC violations left total 0.
- The worst setup path is of the flip-flop to output pin kind.
- The final-report setup violation count is 0.
- Looking at the post-CTS report, the setup buffer insertion count equals 0.
- Detailed-route iteration 0 reported a violation count of 43.
- The wire-length estimate of the detail-placed layout is 1120 µm.
- The number of filler cells placed in the layout is 430.
- The category of the worst setup path launch point is a flip-flop.
- The delay of the slowest cell on the worst path is 0.44 ns.
- The share of the Yosys chip area taken by registers is 0.374.
- Per STA, the worst path is made up of or2_2 > or3_1 > clkdlybuf4s50_1.
- The via count normalized by instance count is 4.19.
- 14 I/O pins were placed.
- With fillers left out, the area of the finished cells amounts to 852 µm².
- The synthesized area per cell is 8.74 µm².
- The pin count of the biggest net entering global routing is 12.
- The required arrival time at the worst endpoint is 2.08 ns.
- Dividing the detail-routed wire length by the instance count gives 11.3 µm.
- The count of distinct cell types in the synthesized netlist is 32.
- The number of clock buffers inserted by TritonCTS is 3.
==> final timing paths <==
kind                               endpoint  slack (ns)  cells after the start
worst max-delay path            light_MT[2]        0.31                      3
worst min-delay path               count[0]        0.52                      1
worst max register to register     count[0]        0.97                      5
worst min register to register     count[0]        0.52                      1
max in group asynchronous             ps[0]        1.72                      2
min in group asynchronous          count[1]        0.57                      2
==> critical path: cells and delay by family, from the launching register on <==
kind                   cells  cell delay (ns)
buffers and inverters      1             0.41
DFF                        1             0.44
and+or+nand+nor            2             0.68
==> cell usage in the layout (no fill, tap or decap), types with 2 or more instances in the layout <==
| cell | count |
|---|---|
| nor3_1 | 5 |
| clkdlybuf4s50_1 | 13 |
| ha_1 | 2 |
| nor2_1 | 7 |
| o31ai_2 | 2 |
| or4_4 | 2 |
| dfrtp_1 | 9 |
| clkbuf_8 | 4 |
| or3_1 | 2 |
| o21ai_0 | 4 |
| inv_1 | 6 |
| nand2b_1 | 2 |
| nand2_1 | 5 |
| a21oi_1 | 5 |
==> area by class of cell <==
class | instances | area, µm² | area share
Timing Repair Buffer | 13 | 130 | 0.153
Multi-Input combinational cell | 51 | 330 | 0.388
Sequential cell | 10 | 251 | 0.295
Inverter | 6 | 22.5 | 0.0264
Clock buffer | 4 | 55.1 | 0.0646
Tap cell | 50 | 62.6 | 0.0734
==> kinds of logic (layout without fill, tap and decap cells) <==
kind of cell / count (synthesis) / after routing / share of synthesized area
AOI/OAI and AO/OA: 18 / 18 / 0.182
buffers and inverters: 16 / 23 / 0.136
and+or+nand+nor: 30 / 30 / 0.257
adders and majority gates: 2 / 2 / 0.0372
DFF: 10 / 10 / 0.374
muxes: 1 / 1 / 0.0149
==> stage by stage <==
stage	utilization	hold WS [ns]	setup WS (ns)	power, µW
3_3_place_gp	0.196	0.507	0.575	163
4_1_cts	0.210	0.523	0.299	358
2_1_floorplan	-	0.359	1.06	161
3_5_place_dp	0.196	0.521	0.560	163
5_1_grt	0.210	0.545	0.237	371
6_report	0.210	0.522	0.313	352
==> power by group <==
part	leakage, µW	internal [µW]	switching (µW)
Combinational	0.000188	1.40	3.11
Clock	0.0000288	133	58.2
Sequential	0.000136	156	0
==> routing by layer <==
metal  vias up  wire (µm)  GRT usage
li1        274          -          -
met1       269        725     0.0573
met2        17        618     0.0545
met3         2        159     0.0231
met4         0         12    0.00898
met5         -          0          0
==> flip-flops by register name, summed over array words and instances, names as in the netlist <==
name and count:
count 4, ps 6
Power is estimated from default activity; no workload was simulated.
